==> ./design.v <==
`timescale 1ns / 1ps
`default_nettype none
module rx(
        input wire logic clk, Reset, Sin, Received,
        output logic Receive, parityErr, 
        output logic [7:0] Dout);
        logic [12:0] Q; 
        logic halfCount, timerDone, clrBit, incBit, bitDone, clrTimer;
        logic [3:0] bitNum;
        logic [8:0] shift;
        typedef enum logic [2:0] {IDLE, START, BITS, STOP, ERR='X} stateType;
        stateType ns, cs;
        always_ff @ (posedge clk)
            if(Reset || clrTimer || timerDone)
                Q <= 0;
            else
                Q <= Q + 1;
        assign halfCount = (Q == 2604 && ~Reset) ? 1'b1 : 1'b0;
        assign timerDone = (Q == 5208 && ~Reset) ? 1'b1 : 1'b0;
        always_ff @ (posedge clk)
            if(incBit)
                shift <= {Sin, shift[8:1]};
            else if(Reset)
                shift <= 0;
        assign Dout = shift[7:0];
        always_ff @ (posedge clk)
            if(clrBit)
                bitNum <= 0;
            else if(incBit)
                bitNum <= bitNum + 1;
        assign bitDone = (bitNum == 9) ? 1'b1 : 1'b0;
        always_comb
            if(Receive)
                parityErr = ~^shift;
            else
                parityErr = 0;
        always_comb
        begin
            ns=ERR;
            clrTimer = 0;
            clrBit = 0;
            incBit = 0;;
            Receive = 0;
            if(Reset)
                ns = IDLE;
            else
                case(cs)
                    IDLE:
                        begin
                            clrTimer = 1;
                            if(~Sin)
                                begin
                                    clrBit = 1;
                                    ns = START;
                                end
                            else
                                ns = IDLE;
                        end
                    START:
                        begin
                            if(halfCount)
                                begin
                                    clrTimer = 1;
                                    ns = BITS;
                                end
                            else
                                ns = START;
                        end
                    BITS:
                        begin
                            if(timerDone && bitDone)
                                ns = STOP;
                            else if(timerDone && ~bitDone)
                                begin
                                    incBit = 1;
                                    ns = BITS;
                                end
                            else
                                ns = BITS;
                        end
                    STOP:
                        begin
                            Receive = 1;
                            if(Received)
                                ns = IDLE;
                            else
                                ns = STOP;
                        end
                endcase
        end
        always_ff @ (posedge clk)
            cs <= ns;
endmodule
`timescale 1ns / 1ps
`default_nettype none
module uart_rx_top(
        input wire logic clk, reset, ser_in, Received,
        output logic Receive, parityErr,
        output logic [7:0] rxData);
        rx RX_inst(.clk(clk), .Reset(reset), .Sin(ser_in), .Received(Received), .Receive(Receive), .parityErr(parityErr), .Dout(rxData));
endmodule
==> ./run.sh <==
#!/bin/bash
# OpenROAD 26Q1-2900-gdf79404cd8, Yosys 0.63+post, stock flow scripts
make -C /OpenROAD-flow-scripts/flow DESIGN_CONFIG=/design/flow/config.mk WORK_HOME=/design/flow/orfs finish
==> ./config.mk <==
export PLATFORM = sky130hd
export DESIGN_NAME = uart_rx_top
export DESIGN_NICKNAME = uart_rx_top
export VERILOG_FILES = /design/flow/design.v
export SDC_FILE = /design/flow/constraint.sdc
export NUM_CORES = 4
export LEC_CHECK = 1
export CORE_UTILIZATION = 30
==> ./constraint.sdc <==
current_design uart_rx_top

set clk_period 3.7
set clk_io_pct 0.2

create_clock -name clk0 -period $clk_period [get_ports {clk}]

set non_clock_inputs [all_inputs -no_clocks]
set_input_delay [expr $clk_period * $clk_io_pct] -clock clk0 $non_clock_inputs
set_output_delay [expr $clk_period * $clk_io_pct] -clock clk0 [all_outputs]
==> Changelog: implementation <==
### Implementation results

* Biggest area cells: dfxtp_1 (28%), edfxtp_1 (18%), xnor2_1 (7.0%)
* Crit end category: flip-flop
* Post-synthesis sequential area ratio at 46.1%
* First-pass GRT wire length at 4540 um
* Post-CTS Resized at 0
* Core utilization at floorplan at 31.5%
* Chip width at 72.7 um
* Cell Count Post-Placement at 223
* Initial antenna violation count at 0
* Adder-cell area share of the yosys netlist at 3.34%
* Core area at 4750 um2
* XOR Share, Synth at 11.4%
* Post-synthesis area per instance at 9.79 um2
* Synth warn at 1
* Post-cts hold buffer count at 0
* Die area at 5280 um2
* Num rows at 25
* # Post-CTS Setup Buffers at 0
* Critical path arrival at 2.90 ns
* Mux cell area share after synthesis at 0%
* Port bufs at 13
* Syn Std Cell Area at 1500 um2
* Final wirelength at 2700 um
* Comb area leader: simple AND/OR/NAND/NOR gates
* Reg2Reg Setup Slack at 1.34 ns
* Vias at 1070
* Post-Synth Simple-Gate Area at 27.0%
* Detail Route Antenna Nets at 0
* Relative slew slack at 67.7%
* Reg2reg start: RX_inst.Q[0]$_SDFF_PP0_
* Grt total ovfl at 0
* Crit path time final at 2.93 ns
* First-pass DRT Iterations at 4
* H-tree levels at 2
* Asr flop ratio synth at 0%
* GRT Total Usage at 11.1%
* Data required time of the worst path at 3.67 ns
* Root Buffer: clkbuf_8
* Number of enable flip-flop cells at 9
* Cells in synth_stat.txt at 153
* Status: finished, final reports clean
* Kind of critical path: in -> reg
* Clk pin slew, worst setup/hold paths at 0.06 ns
* ANT cells at 0
* Post-synthesis cell type count at 38
* Fmax at 0.341 GHz
* Synth-to-layout area growth at 15.6%
* Via-to-Cell Ratio at 4.63
* Late-Pin Clk Latency at 0.28 ns
* CP Capture Point: RX_inst.shift[3]$_SDFFCE_PN0P_
* CTS tree: built
* PwrDens at 368 nW/um2
* I/O pins at 14
* Vias in the first global route at 980
* Cell type with the largest total area: dfxtp_1
* Final period util at 79.2%
* Drt wl/cell at 11.7 um
* Setup tns final at 0 ns
* CTS sink count at 30
* HPWL Detailed at 1840 um
* Leak at 0.630 nW
* Worst Skew at 0.00471 ns
* # DRC at 0
* Die Y at 72.7 um
* CP Launch Point: reset
* Final hold violations at 0
* Most common reg cell: dfxtp_1
* OpenROAD warnings at 27
* Peak ir drop on the vdd network at 0.000226 V
* Final slew viol count at 0
* Unrepaired setup endpoints after global routing: false
* AND-OR/OR-AND Cells, Area Fraction at 5.51%
* R2R depth at 6
* RePlAce Congestion at 0.815
* Final setup fails at 0
* Cell count after synthesis at 153
* Yosys reg bits at 30
* Finished Layout Cells at 231
* Hold Crit Class: reg -> reg
* CTS Buf Count at 5
* First DRT Iteration DRCs at 39
* Share of layout cells above drive strength 1 at 9.15%
* Top cell area share at 28.1%
* Slew at the pin closest to its max-slew limit at 0.481 ns
* Max clock buf depth at 2
* Top Layout Cells: dfxtp_1 (21), nor2_1 (19), clkdlybuf4s50_1 (13)
* Most frequent logic cell in the layout: dfxtp_1
* R2r endpoint: RX_inst.shift[3]$_SDFFCE_PN0P_
* Largest net degree at the start of global routing at 14
* Yosys Chip Area at 1500 um2
* Crit Path Max Fanout at 9
* Max Cap Violations at 0
* Startpoint Class: input port
[registers in the layout, summed over array words and instances, names as in the netlist]
signal and cells:
RX_inst.Q 13, RX_inst.bitNum 4, RX_inst.cs 4, RX_inst.shift 9
[per-stage QoR]
step | util, % | power [mW] | worst slack, ns | hold slack, ns | instance area, um2
global route | 36.4 | 0.665 | 0.666 | 0.505 | 1730
CTS | 36.4 | 0.648 | 0.798 | 0.469 | 1730
finish | 36.4 | 0.637 | 0.771 | 0.462 | 1730
detailed placement | 34.6 | 0.393 | 0.492 | 0.454 | 1650
floorplan | - | 0.382 | 1.22 | 0.430 | 1500
global placement | 34.6 | 0.394 | 0.533 | 0.447 | 1650
[where the power goes]
part / switching, mW / total (mW) / leakage [nW] / internal (mW)
clock network: 0.123 / 0.251 / 0.0416 / 0.128
registers: 0.00513 / 0.350 / 0.261 / 0.345
logic: 0.0142 / 0.0362 / 0.328 / 0.0219
total: 0.142 / 0.637 / 0.630 / 0.495
[per-layer routing]
layer,wire (um),up-vias,global-route usage [%]
met5,0,-,0
met4,34,0,1.74
met3,142,4,2.52
met2,1150,32,16.6
met1,1370,486,17.3
li1,-,548,-
[Yosys cell counts (4+ instances only)]
master and n:
dfxtp_1 21, nor2_1 19, xnor2_1 12, and3_1 10
edfxtp_1 9, buf_4 8, inv_1 7, nand3_1 7
xor2_1 5, a21oi_1 4, ha_1 4, nand2_1 4
nor4_1 4, o21ai_0 4
[cells by family (layout without fill, tap and decap cells)]
group | after synthesis | count (layout)
compound gates | 13 | 13
xor+xnor | 18 | 18
fa+ha+maj | 4 | 4
buf+inv | 18 | 29
flops | 30 | 30
simple gates | 70 | 70
[layout make-up]
type	count	area (um2)
Clock buffer	5	68.8
Clock inverter	3	16.3
Fill cell	498	3020
Inverter	7	26.3
Multi-Input combinational cell	105	708
Sequential cell	30	691
Tap cell	67	83.8
Timing Repair Buffer	14	138
[how the worst min path moves through the flow]
stage                                    from                 endpoint  slack, ns  cells past startpoint
after CTS             RX_inst.Q[0]$_SDFF_PP0_  RX_inst.Q[0]$_SDFF_PP0_       0.47                      1
final                 RX_inst.Q[0]$_SDFF_PP0_  RX_inst.Q[0]$_SDFF_PP0_       0.46                      1
after global routing  RX_inst.Q[0]$_SDFF_PP0_  RX_inst.Q[0]$_SDFF_PP0_       0.51                      1
[critical path: stages]
cell             delay, ns
clkdlybuf4s50_1       0.55
or4b_4                0.55
or4_1                 0.64
nor2_1                0.16
or2_2                 0.26
Power is estimated from default activity; no workload was simulated.
